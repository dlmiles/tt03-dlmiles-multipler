==> design/flow/design.v <==
`default_nettype none
module seven_segment_seconds #( parameter MAX_COUNT = 1000 ) (
  input [7:0] io_in,
  output [7:0] io_out
);
    wire clk = io_in[0];
    wire reset = io_in[1];
    wire [6:0] led_out;
    assign io_out[6:0] = led_out;
    assign io_out[7] = second_counter[4];
    reg [9:0] second_counter;
    reg [3:0] digit;
    always @(posedge clk) begin
        if (reset) begin
            second_counter <= 0;
            digit <= 0;
        end else begin
            if (second_counter == MAX_COUNT) begin
                second_counter <= 0;
                digit <= digit + 1'b1;
                if (digit == 9)
                    digit <= 0;
            end else
                second_counter <= second_counter + 1'b1;
        end
    end
    seg7 seg7(.counter(digit), .segments(led_out));
endmodule
module seg7 (
    input wire [3:0] counter,
    output reg [6:0] segments
);
    always @(*) begin
        case(counter)
            0:  segments = 7'b0111111;
            1:  segments = 7'b0000110;
            2:  segments = 7'b1011011;
            3:  segments = 7'b1001111;
            4:  segments = 7'b1100110;
            5:  segments = 7'b1101101;
            6:  segments = 7'b1111100;
            7:  segments = 7'b0000111;
            8:  segments = 7'b1111111;
            9:  segments = 7'b1100111;
            default:    
                segments = 7'b0000000;
        endcase
    end
endmodule
==> design/flow/run.sh <==
#!/bin/bash
# OpenROAD 26Q1-2900-gdf79404cd8, Yosys 0.63+post, stock flow scripts
make -C /OpenROAD-flow-scripts/flow DESIGN_CONFIG=/design/flow/config.mk WORK_HOME=/design/flow/orfs finish
==> design/flow/config.mk <==
export PLATFORM = sky130hd
export DESIGN_NAME = seven_segment_seconds
export DESIGN_NICKNAME = seven_segment_seconds
export VERILOG_FILES = /design/flow/design.v
export SDC_FILE = /design/flow/constraint.sdc
export NUM_CORES = 4
export LEC_CHECK = 1
export CORE_AREA = 10 10 79 79
export DIE_AREA = 0 0 89 89
==> design/flow/constraint.sdc <==
current_design seven_segment_seconds

set clk_period 3.0
set clk_io_pct 0.2

create_clock -name clk0 -period $clk_period [get_ports {io_in}]

set non_clock_inputs [all_inputs -no_clocks]
set_input_delay [expr $clk_period * $clk_io_pct] -clock clk0 $non_clock_inputs
set_output_delay [expr $clk_period * $clk_io_pct] -clock clk0 [all_outputs]
==> impl_metrics.env <==
# implementation run metrics
export IMPL_p_total_uw=3740
export IMPL_grt_pass1_wl_um=7780
export IMPL_async_flop_share_pct=0
export IMPL_drive_gt1_share_pct=47.9
export IMPL_yosysWarnings=2
export IMPL_fill_cells=370
export IMPL_synth_avg_cell_area_um2=10.1
export IMPL_cts_tree="done"
export IMPL_crit_path_end_kind="register"
export IMPL_start_kind="clock port"
export IMPL_status="complete, no violations"
export IMPL_place_ws_ns=0.432
export IMPL_die_w_um=89
export IMPL_row_count=25
export IMPL_antenna_cells=0
export IMPL_synth_area_mm2=0.00113
export IMPL_drc=0
export IMPL_pin_count=16
export IMPL_place_congestion=0.833
export IMPL_numSynthFlops=21
export IMPL_num_vias=1261
export IMPL_layout_setup_ws_ns=0.0563
export IMPL_synth_main_ff_cell="dfxtp_1"
export IMPL_warning_count=112
export IMPL_finalHoldViolations=0
export IMPL_ys_types=40
export IMPL_synth_edff_count=0
export IMPL_setup_viol_count_final=0
export IMPL_worst_pin_slew_ns=0.441
export IMPL_grt_max_degree=12
export IMPL_synth_seq_share_pct=37.3
export IMPL_maxCapViolations=0
export IMPL_p_per_area_mw_per_mm2=1700
export IMPL_ir_worst_vdd_uv=1150
export IMPL_area_leaders="dfxtp_1 (37%), ha_1 (10%), mux2_2 (4.0%)"
export IMPL_grt_pass1_vias=1916
export IMPL_grt_util_all_layers_pct=14.5
export IMPL_clk_insertion_delay_late_ns=0.23
export IMPL_relSlewSlack_pct=70.5
export IMPL_final_antenna_net_count=0
export IMPL_first_pass_iters=5
export IMPL_cp_arrival_ns=3.05
export IMPL_cp_max_fo=5
export IMPL_die_area_mm2=0.00792
export IMPL_cp_required_ns=3.11
export IMPL_viasPerCell=5.13
export IMPL_io_buffers=8
export IMPL_fp_util_pct=24.2
export IMPL_maxSlewViolCount=0
export IMPL_p_leak_uw=0.00102
export IMPL_die_h_um=89
export IMPL_coreArea_mm2=0.00466
export IMPL_cts_hold_buffers=0
export IMPL_syn_to_final_growth_pct=95.1
export IMPL_synth_area_yosys_mm2=0.00113
export IMPL_yosysCellCount=112
export IMPL_final_util_pct=47.2
export IMPL_crit_type="clock port to register"
export IMPL_skew_ns=0.000466
export IMPL_antenna_found_initial=0
export IMPL_syn_instance_count=112
export IMPL_dp_hpwl_um=1390
export IMPL_first_iter_violations=159
export IMPL_avgRoutedWirePerCell_um=19.1
export IMPL_top_area_cell="dfxtp_1"
export IMPL_overflow=0
export IMPL_hold_path_class="clock port to register"
export IMPL_clk_pin_slew_ns=0.05
export IMPL_drt_total_wl_um=4710
export IMPL_top_area_share_pct=37.3
==> stage by stage <==
stage | hold WS, ns | setup TNS [ns] | cell area, µm² | cells
2_1_floorplan | 0.195 | 0 | 1130 | 112
3_3_place_gp | 0.0887 | 0 | 1240 | 171
3_5_place_dp | 0.0887 | 0 | 1240 | 171
4_1_cts | 0.422 | -0.00959 | 2190 | 248
5_1_grt | 0.377 | -0.0179 | 2200 | 246
6_report | 0.389 | 0 | 2200 | 246
==> routing by layer <==
metal	up-vias	track usage (%)	part of all wire, %
met4	0	24.3	6.6
met3	42	24.9	19
met2	134	9.57	37
met1	546	8.91	36
met5	-	8.33	0
li1	539	-	-
==> synth_stat cells, drive strengths merged (2+ instances only) <==
cell	number
o21ai	5
xor2	3
mux2	4
nor2	11
xnor2	4
nor3	6
nand4b	2
nand3	7
ha	9
and3	3
buf	2
inv	10
and2	2
nand2	2
o2bb2ai	2
dfxtp	21
mux2i	5
==> sequential cells by signal, indices dropped and copies added (netlist names) <==
register,cells
digit,4
second_counter,10
led_out,7
==> power by group <==
part	leakage (µW)	switching (µW)	internal [µW]	total, µW
combinational	0.000199	0	0	0.000199
sequential	0.000181	0	312	312
clock	0.000636	1360	2060	3420
==> what timing repair did <==
| item | CTS | global route |
|---|---|---|
| pin swaps | 7 | 5 |
| setup endpoints to repair | 7 | 6 |
| resized | 30 | 13 |
| buffers inserted | 6 | 0 |
==> kinds of logic (layout without fill, tap and decap cells) <==
logic type      count (synthesis)  after routing  share of synthesized area, %
mux                             9              9                          8.77
compound gates                 12             12                          8.99
simple gates                   41             41                          23.4
buf+inv                        13             93                          6.10
fa+ha+maj                       9              9                          9.99
xor+xnor                        7              7                          5.44
flops                          21             21                          37.3
==> layout make-up <==
cell class              count  area [µm²]  area share, %
clock buffers              57         733           33.3
clock inverters            23        97.6           4.44
inverters                   5        18.8          0.853
multi-input cells          78         782           35.6
flip-flops and latches     21         420           19.1
well taps                  54        67.6           3.07
repair buffers              8        80.1           3.64
==> placed cells by master, fill, tap and decap left out, drive strengths merged <==
cell | netlist | final
a21oi | 1 | 1
nand3 | 7 | 7
and3b | 1 | 1
mux2i | 5 | 5
clkinvlp | 0 | 1
clkdlybuf4s50 | 0 | 8
o41a | 1 | 1
nor2 | 11 | 11
nor2b | 1 | 1
o21ai | 5 | 5
nand4b | 2 | 2
inv | 10 | 26
clkbuf | 1 | 46
and4 | 1 | 1
buf | 2 | 11
or3 | 1 | 1
a311oi | 1 | 1
or2b | 1 | 1
xnor2 | 4 | 4
clkinv | 0 | 1
and2b | 1 | 1
nor3 | 6 | 6
o21a | 1 | 1
mux2 | 4 | 4
and3 | 3 | 3
dfxtp | 21 | 21
a31o | 1 | 1
nand3b | 1 | 1
and2 | 2 | 2
or2 | 1 | 1
xor2 | 3 | 3
ha | 9 | 9
o2bb2ai | 2 | 2
nand2 | 2 | 2
==> worst max-delay path, stage by stage <==
cell	delay, ns
clkbuf_16	0.13
clkbuf_16	0.14
nor2b_4	0.10
clkbuf_8	0.13
clkbuf_8	0.10
mux2_4	0.17
buf_8	0.10
clkbuf_8	0.12
ha_4	0.16
clkbuf_8	0.13
inv_1	0.07
nand3_2	0.10
nand3_1	0.09
==> worst paths after layout <==
kind	startpoint	end	slack (ns)	depth (start not counted)
worst max-delay path	io_in[1]	led_out[6]	0.06	13
worst min-delay path	io_in[1]	digit[3]	0.39	5
worst max register to register	digit[0]	led_out[4]	0.42	12
worst min register to register	second_counter[0]	second_counter[0]	0.47	1
Power is estimated from default activity; no workload was simulated.
